**flow/run.sh**
```bash
#!/bin/bash
# OpenROAD 26Q1-2900-gdf79404cd8, Yosys 0.63+post, stock flow scripts
make -C /OpenROAD-flow-scripts/flow DESIGN_CONFIG=/design/flow/config.mk WORK_HOME=/design/flow/orfs finish
```
**flow/config.mk**
```make
export PLATFORM = sky130hd
export DESIGN_NAME = register_vectorial
export DESIGN_NICKNAME = register_vectorial
export VERILOG_FILES = /design/flow/design.v
export SDC_FILE = /design/flow/constraint.sdc
export NUM_CORES = 4
export LEC_CHECK = 1
export CORE_UTILIZATION = 40
```
**flow/constraint.sdc**
```tcl
current_design register_vectorial

set clk_period 34.0
set clk_io_pct 0.2

create_clock -name clk0 -period $clk_period [get_ports {clk}]

set non_clock_inputs [all_inputs -no_clocks]
set_input_delay [expr $clk_period * $clk_io_pct] -clock clk0 $non_clock_inputs
set_output_delay [expr $clk_period * $clk_io_pct] -clock clk0 [all_outputs]
```
**flow/design.v**
```verilog
module register_vectorial
#(
    parameter N=192
)
(
    input  logic[3:0]   RS1,
    input  logic[3:0]   RS2,
    input  logic[3:0]   RS3,
    input  logic[3:0]   RD,
    input  logic[N-1:0] WD,
    input  logic        wr_enable,
    input  logic        clk,
    input  logic        rst,
    output logic[N-1:0] RD1,
    output logic[N-1:0] RD2,
    output logic[N-1:0] RD3
);    
    logic[N-1:0] R0, R1, R2, R3, R4, R5, R6, R7;
    logic[N-1:0] RD1_temp, RD2_temp, RD3_temp;
    always @(*) begin
        case (RS1)
            4'd0: RD1_temp = R0;	 
            4'd1: RD1_temp = R1; 	 
            4'd2: RD1_temp = R2; 	 
            4'd3: RD1_temp = R3; 	 
            4'd4: RD1_temp = R4; 	 
            4'd5: RD1_temp = R5; 	 
            4'd6: RD1_temp = R6; 	 
            4'd7: RD1_temp = R7; 	 
            default: RD1_temp = 'b0;
        endcase
        case (RS2)
            4'd0: RD2_temp = R0;  
            4'd1: RD2_temp = R1;  
            4'd2: RD2_temp = R2;  
            4'd3: RD2_temp = R3;  
            4'd4: RD2_temp = R4;  
            4'd5: RD2_temp = R5;  
            4'd6: RD2_temp = R6;  
            4'd7: RD2_temp = R7;  
            default: RD2_temp = 'b0;
        endcase
        case (RS3)
            4'd0: RD3_temp = R0;  
            4'd1: RD3_temp = R1;  
            4'd2: RD3_temp = R2;  
            4'd3: RD3_temp = R3;  
            4'd4: RD3_temp = R4;  
            4'd5: RD3_temp = R5;  
            4'd6: RD3_temp = R6;  
            4'd7: RD3_temp = R7;  
            default: RD3_temp = 'b0;
        endcase
    end
    always_ff @(posedge clk or posedge rst) begin
        if (rst) begin
            R0 = 'd0;
            R1 = 'd0;
            R2 = 'd0;
            R3 = 'd0;
            R4 = 'd0;
            R5 = 'd0;
            R6 = 'd0;
            R7 = 'd0;
        end else if (wr_enable) begin
            case (RD)
                4'd0: R0 = WD;  
                4'd1: R1 = WD;  
                4'd2: R2 = WD;  
                4'd3: R3 = WD;  
                4'd4: R4 = WD;  
                4'd5: R5 = WD;  
                4'd6: R6 = WD;  
                4'd7: R7 = WD;  
            endcase
        end
    end
    assign RD1 = RD1_temp;
    assign RD2 = RD2_temp;
    assign RD3 = RD3_temp;
endmodule : register_vectorial
```
==> results.txt <==
Flow results.

- The synthesized cell area is 101000 um^2.
- The largest individual stage delay along the critical path comes from the cell sky130_fd_sc_hd__buf_4.
- Looking at the clock tree report, the H-tree level count equals 4.
- The detailed router finished its first iteration with 9317 violations.
- The synthesized instance count is 9929.
- The power report lists cell-internal power as 0.00438 W.
- In the layout the commonest cells are 2061 x sky130_fd_sc_hd__mux2_2, 1536 x sky130_fd_sc_hd__dfrtp_1, 1149 x sky130_fd_sc_hd__o21ai_0.
- Looking at the clock tree report, the maximum root-to-sink buffer count equals 3.
- The sort of element at the start of the critical path is an input port.
- The script logs the ratio of routed vias to standard cells as 6.53.
- Summing over every cut layer, the via total after detailed routing is 89100.
- The area occupied by multi-input gates is 58100 um^2.
- In this run the top signal layer used is met5.
- In the final report, the number of pins over their slew limit comes to 0.
- For the final routed database, the setup TNS stands at 0 ps.
- The power per standard cell area is 53.7 nW/um^2.
- The floorplan die width is 505 um.
- The count of clock tree sinks is 1536.
- The largest driver fanout on the critical path is 140.
- The total number of warnings across the stage logs is 61.
- The first-pass GRT wire length is 610000 um.
- The script reports the combined buffer and inverter count of the critical path as 7.
- On the critical path the largest part of the delay comes from buffers and inverters.
- The final timing report lists clock skew as 0 ps.
- For reference, the critical path cell chain is buf_8 -> buf_4 -> buf_4 -> buf_4 -> buf_12 -> buf_4 -> mux2_2 -> a22oi_1 -> nand4_1 -> clkdlybuf4s50_1.
- The switching component of the power was reported as 0.00192 W.
- After layout, the minimum clock period comes to 18680 ps.
- For this run, design rule violations remaining after detail routing come to 0.
- The fraction of the yosys area taken by sequential cells is 0.380.
- The share of final-layout standard cells stronger than drive strength 1 is 0.259.
- The antenna violation net count after detailed routing is 0.
- According to the floorplan log, the row count is 184.
- The worst hold path belongs to the class flop to flop.
- Counting flops with a built-in enable in the synthesized netlist gives 0.
- According to the floorplan report, the total die area is 255000 um^2.
- The floorplan utilization is 0.402.
- The final hold violation count recorded for this run is 0.
- The chip area estimate from yosys synthesis is 101000 um^2.
- The number of antenna violations at the first check in global routing is 82.
- The detailed router reports a met3 wire length of 56100 um.
- Overall power consumption after layout is estimated at 0.00630 W.
- The sum of met2 wire segment lengths after detailed routing is 179000 um.
- Per the synthesis report, the number of distinct cell types is 32.
- Each instance of the synthesized netlist takes up on average 10.2 um^2.
- The pin slew with the least headroom to its limit is 948 ps.
- Endpoints with negative setup slack in the final report add up to 0.
- The via count of the first global-routing pass was 86600.
- The data arrival time of the worst path is 11880 ps.
- The CTS buffer count is 187.
- The combined flip-flop and latch cell area is 38400 um^2.
- In the global route stage, overall resource usage came out at 0.331.
- Counting the warning lines in the Yosys log gives 1.
- The critical path required time is 27200 ps.
- Per the run summary, max-cap violations total 0.
- The final global-route overflow total is 0.
- The worst pin sits at a relative slew slack of 0.368.
- The quantity of I/O buffers inserted on ports is 786.
- The cell at the root of the clock tree is sky130_fd_sc_hd__clkbuf_16.
- Note, the detailed placer reported a final HPWL of 242000 um.
- Per the post-place timing report, worst setup slack is 15570 ps.
- Counting the fill cells in the layout gives 22200.
- The fraction of the cycle the final worst path needs is 0.549.
- The most instantiated logic cell after routing is sky130_fd_sc_hd__mux2_2.
- The flow ran to the end, and the final reports show no timing, DRC or antenna violations.
- The timing report gives the clock slew at the launch and capture registers of the worst setup and hold paths as 60 ps.
- The timing report gives the biggest stage delay along the critical path as 700 ps.
- The clock insertion delay at the later pin of the skew report is 850 ps.
- The type of the worst setup path is input port to primary output.
- Setup repair after global routing left no endpoint under its margin.
- The proportion of synthesized flip-flops having asynchronous set or reset is 1.00.
- TritonRoute output was used to compute an average wire per cell of 30.6 um.
- The synth_stat.txt file lists the number of cells as 9929.
- The share of total power in sequential cells is 0.422.
- The largest net degree at the start of global routing is 141.
- The share of total power dissipated in combinational logic is 0.246.
- The region available for standard cell placement spans 251000 um^2.
- The endpoint kind of the worst setup timing path is a primary output.
- Counting flops and latches in the post-synthesis netlist gives 1536.
- Switching power as a fraction of the total was reported as 0.305.
- The leakage dissipation is 52.0 nW.
- The number of detailed-route iterations in the first pass is 7.
- The critical path in the final layout is reported with a setup slack of 15320 ps.
- The worst VDD IR drop from the latest analysis is 50.9 uV.
- The maximum achievable frequency is 0.0535 GHz.
- The wire length after detailed routing is 418000 um.
- For this design, the CTS-stage hold fixing added 0 buffers.
- The clock tree from TritonCTS is yes.
- In the synthesized netlist the dominant register cell turns out to be sky130_fd_sc_hd__dfrtp_1.
- Among the stages of the critical path, the cell type that occurs most often is sky130_fd_sc_hd__buf_4.
- The portion of total power attributed to the clock network is 0.332.
- The detailed router put a total of 159000 um of wire on met1.
- The post-CTS resize count is 0.
- The congestion estimate from routability-driven global placement came to 0.945.
- According to the floorplan report, the die height is 505 um.
- The total I/O pin count is 787.
- The number of setup buffers added after CTS is 0.
- Between the synthesized netlist and the finished layout, the area growth was recorded as 16.0%.
-- layer usage --
metal	vias up	global-route usage
li1	37700	-
met1	44200	0.441
met2	5756	0.469
met3	1342	0.145
met4	88	0.155
met5	-	0
-- synth_stat cells, types with 2 or more instances --
cell type | count | area share
sky130_fd_sc_hd__nor2_1 | 5 | 0.00019
sky130_fd_sc_hd__nor3b_1 | 576 | 0.043
sky130_fd_sc_hd__nor3b_2 | 3 | 0.00037
sky130_fd_sc_hd__and3_1 | 577 | 0.036
sky130_fd_sc_hd__buf_6 | 8 | 0.00089
sky130_fd_sc_hd__nor4b_1 | 2 | 0.00017
sky130_fd_sc_hd__clkbuf_1 | 679 | 0.025
sky130_fd_sc_hd__o21ai_0 | 1149 | 0.057
sky130_fd_sc_hd__or3b_1 | 2 | 0.00017
sky130_fd_sc_hd__a22oi_1 | 573 | 0.043
sky130_fd_sc_hd__mux2_1 | 51 | 0.0057
sky130_fd_sc_hd__nand3_1 | 3 | 0.00015
sky130_fd_sc_hd__and4bb_2 | 2 | 0.00025
sky130_fd_sc_hd__o311ai_0 | 3 | 0.00026
sky130_fd_sc_hd__buf_4 | 68 | 0.0051
sky130_fd_sc_hd__a21o_1 | 6 | 0.00045
sky130_fd_sc_hd__nor2_2 | 3 | 0.00019
sky130_fd_sc_hd__mux2_2 | 2061 | 0.23
sky130_fd_sc_hd__dfrtp_1 | 1536 | 0.38
sky130_fd_sc_hd__and3b_1 | 1149 | 0.10
sky130_fd_sc_hd__mux2i_1 | 3 | 0.00030
sky130_fd_sc_hd__nand3b_1 | 9 | 0.00067
sky130_fd_sc_hd__buf_2 | 269 | 0.013
sky130_fd_sc_hd__nand4_1 | 570 | 0.035
sky130_fd_sc_hd__buf_1 | 39 | 0.0014
sky130_fd_sc_hd__nand2_1 | 575 | 0.021
sky130_fd_sc_hd__a41oi_1 | 3 | 0.00026
-- worst paths after layout --
path,startpoint,endpoint,slack (ps),depth (start not counted)
worst max-delay path,RS2[1],RD2[100],15320,10
worst min-delay path,R6[185]$_DFFE_PP0P_,R6[185]$_DFFE_PP0P_,520,1
worst max register to register,R4[91]$_DFFE_PP0P_,R4[91]$_DFFE_PP0P_,33100,1
worst min register to register,R6[185]$_DFFE_PP0P_,R6[185]$_DFFE_PP0P_,520,1
max in group asynchronous,rst,R0[67]$_DFFE_PP0P_,23250,8
min in group asynchronous,rst,R0[131]$_DFFE_PP0P_,6330,2
-- sequential cells by signal, indices dropped and copies added (netlist names) --
name	cells
R6	192
R2	192
R5	192
R1	192
R4	192
R7	192
R3	192
R0	192
-- cell families (layout without fill, tap and decap cells) --
family | count (synthesis) | in the layout | synth area share
buf+inv | 1064 | 1385 | 0.0460
flops | 1536 | 1536 | 0.380
other cells | 0 | 38 | 0
simple gates | 3480 | 3480 | 0.237
mux | 2115 | 2115 | 0.236
compound gates | 1734 | 1734 | 0.100
-- power by group through the flow --
stage / Combinational (W) / Clock [W] / Sequential (W)
final: 0.00155 / 0.00209 / 0.00266
after CTS: 0.00153 / 0.00212 / 0.00264
after global routing: 0.00165 / 0.00219 / 0.00273
-- per-stage QoR --
stage                     cell area (um^2)  utilization  std cells  hold slack, ps
final                               117000        0.467      13600             522
after global routing                117000        0.466      13600             551
after detailed placement            111000        0.441      13300             500
after floorplan                     101000            -       9929             478
after global placement              111000        0.441      13300             496
after CTS                           117000        0.466      13600             514
-- layout make-up --
type                       count  share of cell area
timing repair buffer        1045              0.0855
clock inverter                62             0.00695
clock buffer                 277              0.0475
tap                         3348              0.0357
inverter                       1           0.0000641
sequential                  1536               0.328
multi-input combinational   7329               0.496
antenna                       38            0.000811
Power and IR drop assume default switching activity.
