--- /design/flow/run.sh ---
#!/bin/bash
# OpenROAD 26Q1-2900-gdf79404cd8, Yosys 0.63+post, stock flow scripts
make -C /OpenROAD-flow-scripts/flow DESIGN_CONFIG=/design/flow/config.mk WORK_HOME=/design/flow/orfs finish
--- /design/flow/config.mk ---
export PLATFORM = sky130hd
export DESIGN_NAME = segment_id_ex
export DESIGN_NICKNAME = segment_id_ex
export VERILOG_FILES = /design/flow/design.v
export SDC_FILE = /design/flow/constraint.sdc
export NUM_CORES = 4
export LEC_CHECK = 1
export CORE_AREA = 10 10 577 577
export DIE_AREA = 0 0 587 587
--- /design/flow/constraint.sdc ---
current_design segment_id_ex

set clk_period 1.0
set clk_io_pct 0.2

create_clock -name clk0 -period $clk_period [get_ports {clk}]

set non_clock_inputs [all_inputs -no_clocks]
set_input_delay [expr $clk_period * $clk_io_pct] -clock clk0 $non_clock_inputs
set_output_delay [expr $clk_period * $clk_io_pct] -clock clk0 [all_outputs]
--- /design/flow/design.v ---
module segment_id_ex
(
    input  logic        clk,
    input  logic        rst,
    input  logic        JumpI_in,
    input  logic        JumpCI_in,
    input  logic        JumpCD_in,
    input  logic        MemToReg_in,
    input  logic        MemWrite_in,
    input  logic[1:0]   ALUOp_in,
    input  logic        VectorOp_in,
    input  logic        ALUSrc1_in,
    input  logic   		ALUSrc2_in,
    input  logic[1:0]   ALUSrc3_in,
    input  logic[31:0] pc_in,
    input  logic[31:0] RSS2_in,
    input  logic[31:0] RSS3_in,
    input  logic[31:0] RSS1_in,
    input  logic[191:0] RVS2_in,
    input  logic[191:0] RVS3_in,
    input  logic[191:0] RVS1_in,
    input  logic[3:0]   RD_in,
    input  logic[31:0] num_in,
    input  logic        RegSWrite_in, 
    input  logic        RegVWrite_in, 
    output logic        JumpI_out,
    output logic        JumpCI_out,
    output logic        JumpCD_out,
    output logic        MemToReg_out,
    output logic        MemWrite_out,
    output logic[1:0]   ALUOp_out,
    output logic        VectorOp_out,
    output logic        ALUSrc1_out,
    output logic		   ALUSrc2_out,
    output logic[1:0]   ALUSrc3_out,
    output logic[31:0]  pc_out,
    output logic[31:0]  RSS2_out,
    output logic[31:0] RSS3_out,
    output logic[31:0] RSS1_out,
    output logic[191:0] RVS2_out,
    output logic[191:0] RVS3_out,
    output logic[191:0] RVS1_out,
    output logic[3:0]   RD_out,
    output logic[31:0] num_out,
    output logic        RegSWrite_out,
    output logic        RegVWrite_out
);
    always_ff @(negedge clk, posedge rst) begin
        if (rst) begin
            JumpI_out = 0;
            JumpCI_out = 0;
            JumpCD_out = 0;
            MemToReg_out = 0;
            MemWrite_out = 0;
            ALUOp_out = 0;
            VectorOp_out = 0;
            ALUSrc1_out = 0;
            ALUSrc2_out = 0;
            ALUSrc3_out = 0;
            pc_out = 0;
            RSS2_out = 0;
            RSS3_out = 0;
            RSS1_out = 0;
            RVS2_out = 0;
            RVS3_out = 0;
            RVS1_out = 0;
            RD_out = 0;
            num_out = 0;
            RegSWrite_out = 0;
            RegVWrite_out = 0;
        end else begin
            JumpI_out = JumpI_in;
            JumpCI_out = JumpCI_in;
            JumpCD_out = JumpCD_in;
            MemToReg_out = MemToReg_in;
            MemWrite_out = MemWrite_in;
            ALUOp_out = ALUOp_in;
            VectorOp_out = VectorOp_in;
            ALUSrc1_out = ALUSrc1_in;
            ALUSrc2_out = ALUSrc2_in;
            ALUSrc3_out = ALUSrc3_in;
            pc_out = pc_in;
            RSS2_out = RSS2_in;
            RSS3_out = RSS3_in;
            RSS1_out = RSS1_in;
            RVS2_out = RVS2_in;
            RVS3_out = RVS3_in;
            RVS1_out = RVS1_in;
            RD_out = RD_in;
            num_out = num_in;
            RegSWrite_out = RegSWrite_in;
            RegVWrite_out = RegVWrite_in;
        end
    end
endmodule : segment_id_ex
==> flow_summary.yaml <==
# generated from flow reports
outcome:
  outcome: "complete, but fails checks"
  failed_checks: "negative setup slack"
clock_network:
  cts_tree: "done"
  clkSlewWorstSetupHoldPaths_ns: 0.04
  cts_sinks: 754
  ctsRootBufferMaster: "clkbuf_16"
  cts_hold_buf: 0
  cts_setup_buffers: 0
  cts_buffers: 89
  cts-htree-levels: 3
  cts_buffer_depth: 4
worst_setup_path:
  cp-end-kind: "output port"
  crit_chain: "buf_12 > buf_12"
  crit_fanout: 1
  slowest_delay_ns: 0.45
  critPathArrivalTime_ns: 2.00
  worst_setup_path_start_kind: "flop"
  cp_common_cell: "buf_12"
  path_class: "flop to output port"
  cp_slowest_cell: "dfrtn_1"
  worstPathRequired_ns: 0.80
detailed_routing:
  highest_layer: "met5"
  vias: 13890
  drtPass1Iterations: 4
  ant_nets: 0
  drc: 0
  met3_length_um: 27420
  drt-total-wl_um: 140800
  post_drt_wl_per_cell_um: 20.66
  m1WireLength_um: 41230
  vias_per_cell: 2.039
  drt_iter0_markers: 369
  routed-wl-met2_um: 67130
cells_and_area:
  fill_cells: 35940
  num-multi-input-gates: 0
  final_cell_mix: "dfrtn_1 (754), clkdlybuf4s50_1 (754), buf_2 (651)"
  final-comb-area_um2: 0
  area_growth_syn_to_layout_pct: 114.5
  drive_gt1_frac: 0.3816
  utilization: 0.1263
  fin_cells: 6814
logic_synthesis:
  syn-mean-instance-area_um2: 25.00
  yosys_warnings: 1
  yosys_cells: 755
  syn_inst: 755
  postSynthSeqShare: 0.9998
  netlist_area_mm2: 0.01887
  synth.distinct_cells: 2
  ys_top_cells_by_area: "dfrtn_1 (100%), inv_1 (0.020%)"
  yosysTopAreaCell: "dfrtn_1"
  synth_flops: 754
  top_area_frac: 0.9998
  yosysChipArea_mm2: 0.01887
global_routing:
  grt_pass1_wl_um: 177200
  antenna_found_initial: 151
  grt_overflow: 0
  grt_usage: 0.07966
  grt_start_max_net_pins: 67
  grt_pass1_vias: 15830
power:
  power_density_mw_per_mm2: 1782
  p_leak_nw: 16.92
  irDropWorstVdd_uv: 1502
sta:
  tightest_slew_ns: 0.3607
  rsz0062_at_grt: "true"
  finalSetupViolCount: 754
  slew_headroom: 0.7588
  finalSetupTns_ns: -723.12
  worst_slack_ns: -1.199
  slew_viol_final: 0
  hold_viol_final: 0
run:
  max-cap-violations: 0
  tool_warnings: 28
die:
  dieArea_mm2: 0.3446
  die_h_um: 587
  initCoreUtil: 0.05886
  num_rows: 208
  top_level_ports: 1510
  fp.dieW_um: 587
  core_area_mm2: 0.3206
placement:
  place_inst: 6621
  io_buffers: 1509
  globalplace.congestion: 0.9356
  dpl.hpwl_um: 123600
worst_hold_path:
  hold_class: "input port to asynchronous set/reset pin"
==> state kept, by name (all words and copies together) (netlist names), 2 cells and up <==
register / cells
RVS1_out: 192
RVS2_out: 192
RVS3_out: 192
RSS1_out: 32
RSS2_out: 32
RSS3_out: 32
num_out: 32
pc_out: 32
RD_out: 4
ALUOp_out: 2
ALUSrc3_out: 2
==> power by group <==
part	total, mW	internal (mW)	switching (mW)
Clock	32.6	19.1	13.4
Combinational	6.69	4.31	2.38
Sequential	32.9	32.3	0.533
==> cells by family (layout without fill, tap and decap cells) <==
logic type,Yosys count,after routing,synth area share
DFF,754,754,0.9998
buffers and inverters,1,1717,0.0001987
other,0,38,0
==> cell type report <==
| class | instances | area, um^2 | area share |
|---|---|---|---|
| clock inverter | 28 | 351.6 | 0.008685 |
| clock buffer | 127 | 2560 | 0.06324 |
| antenna | 38 | 95.09 | 0.002349 |
| timing repair buffer | 1561 | 13210 | 0.3264 |
| tap | 4305 | 5386 | 0.1331 |
| inverter | 1 | 7.507 | 0.0001854 |
| sequential | 754 | 18870 | 0.4661 |
==> repair_timing <==
action	4_1_cts	5_1_grt
gates resized	2203	0
cloned	1	0
endpoints found under the setup margin	1399	754
==> worst max-delay path: cells and delay by family (launching register included) <==
family   cells  cell delay, ns
buf+inv      2            0.26
flops        1            0.45
==> stage by stage <==
step / power [mW] / area (um^2) / hold WS (ns) / setup WS (ns)
5_1_grt: 75.47 / 40410 / 0.2111 / -1.280
6_report: 72.14 / 40480 / 0.2204 / -1.199
2_1_floorplan: 33.32 / 18880 / 0.6269 / -9.734
3_3_place_gp: 41.77 / 40620 / 1.081 / -1.094
3_5_place_dp: 41.76 / 40620 / 1.084 / -1.078
4_1_cts: 74.14 / 40390 / 0.1928 / -1.326
==> cells in the mapped netlist <==
library cell and count:
dfrtn_1 754, inv_1 1
==> routing by layer <==
metal / global-route usage / vias up
met4: 0.01897 / 78
met1: 0.07225 / 6693
met3: 0.07066 / 273
met2: 0.1317 / 1139
li1: - / 5708
met5: 0 / -
==> how the worst max path moves through the flow <==
stage,cells past startpoint,to,slack [ns],startpoint
after CTS,1,RVS2_out[110],-1.33,RVS2_out[110]$_DFF_NP0_
after global routing,2,RVS1_out[101],-1.28,RVS1_out[101]$_DFF_NP0_
final,2,RVS1_out[101],-1.20,RVS1_out[101]$_DFF_NP0_
Power is estimated from default activity; no workload was simulated.
